[design/flow/config.mk]
export PLATFORM = sky130hd
export DESIGN_NAME = uart_rx
export DESIGN_NICKNAME = uart_rx
export VERILOG_FILES = /design/flow/design.v
export SDC_FILE = /design/flow/constraint.sdc
export NUM_CORES = 4
export LEC_CHECK = 1
export CORE_AREA = 10 10 106 106
export DIE_AREA = 0 0 116 116
[design/flow/constraint.sdc]
current_design uart_rx

set clk_period 4.1
set clk_io_pct 0.2

create_clock -name clk0 -period $clk_period [get_ports {i_clk}]

set non_clock_inputs [all_inputs -no_clocks]
set_input_delay [expr $clk_period * $clk_io_pct] -clock clk0 $non_clock_inputs
set_output_delay [expr $clk_period * $clk_io_pct] -clock clk0 [all_outputs]
[design/flow/design.v]
module uart_rx #(
    parameter CLK_FREQ = 50000000,      
    parameter BAUD_RATE = 9600,         
    parameter CLK_PER_BIT = 5208        
)(
    input wire i_clk,                     
    input wire i_reset,                   
    input wire i_rx,                      
    output reg [7:0] o_data_out,          
    output reg o_valid_out                
);
    localparam STATE_IDLE  = 0;
    localparam STATE_START = 1;
    localparam STATE_DATA  = 2;
    localparam STATE_STOP  = 3;
    reg [1:0] r_state = STATE_IDLE;            
    reg [12:0] r_clk_count = 0;                
    reg [2:0] r_bit_index = 0;                 
    reg [7:0] r_rx_shift = 0;                  
    always @(posedge i_clk)
        if (i_reset) begin
            r_state      <= STATE_IDLE;
            r_clk_count  <= 0;
            r_bit_index  <= 0;
            r_rx_shift   <= 0;
            o_data_out   <= 0;
            o_valid_out  <= 0;
        end else 
        begin
            case(r_state)
                STATE_IDLE: begin
                    o_valid_out <= 0;
                    if (i_rx == 0) begin  
                        r_state <= STATE_START;
                        r_clk_count <= 0;
                    end
                end
                STATE_START: begin
                    if (r_clk_count == CLK_PER_BIT) begin
                        if (i_rx == 0) begin  
                            r_state <= STATE_DATA;
                            r_clk_count <= 0;
                            r_bit_index <= 0;
                        end else begin
                            r_state <= STATE_IDLE;   
                        end
                    end else begin
                        r_clk_count <= r_clk_count + 1;  
                    end
                end
                STATE_DATA: begin
                    if (r_clk_count == CLK_PER_BIT) begin
                        r_rx_shift[r_bit_index] <= i_rx;
                        r_clk_count <= 0;  
                        if (r_bit_index == 7) begin
                            r_state <= STATE_STOP;  
                        end else begin
                            r_bit_index <= r_bit_index + 1;  
                        end
                    end else begin
                        r_clk_count <= r_clk_count + 1;  
                    end
                end
                STATE_STOP: begin
                    if (r_clk_count == CLK_PER_BIT && i_rx == 1) begin
                        o_data_out <= r_rx_shift;  
                        o_valid_out <= 1;  
                        r_state <= STATE_IDLE;  
                        r_clk_count <= 0;  
                        r_bit_index <= 0;  
                    end else begin
                        r_clk_count <= r_clk_count + 1;  
                    end
                end
            default: r_state <= STATE_IDLE; 
            endcase
        end
endmodule
[design/flow/run.sh]
#!/bin/bash
# OpenROAD 26Q1-2900-gdf79404cd8, Yosys 0.63+post, stock flow scripts
make -C /OpenROAD-flow-scripts/flow DESIGN_CONFIG=/design/flow/config.mk WORK_HOME=/design/flow/orfs finish
==> notes.md <==
Observations from the implementation run.

Min path:
- The min-delay analysis places its worst path in the category flip-flop to flip-flop.

Timing:
- The run puts the ratio of final minimum period to clock period at 0.680.
- Subtracting the final worst setup slack from the clock period gives 2.79 ns.
- The run gives the transition time of the tightest slew-check pin as 0.833 ns.
- The run puts the total negative setup slack at 0 ns.
- Endpoints failing hold in the final report were tallied at 0.
- The run gives the worst slew slack as a fraction of its limit as 0.442.
- The run puts the timing-limited maximum frequency at 358 MHz.
- The run puts the number of pins with negative max-slew slack in the final report at 0.
- The run gives the clock skew as 0.00432 ns.
- In the final report, the number of endpoints failing setup comes to 0.
- Setup repair after global routing left no endpoint under its margin.

Floorplanning:
- The run gives the area of the placeable core as 0.00885 mm^2.
- The share of the core area taken by cells at floorplan is 0.209.
- According to the I/O placement log, the pin count is 12.
- The horizontal die dimension reported for this design is 116 um.
- The die covers 0.0135 mm^2.
- The floorplan has 34 rows.
- The run puts the die height at 116 um.

Power and ir drop:
- The switching portion of total power comes to 0.218.
- The run gives the part of the power in the clock network as 0.446.
- The run puts the sequential share of power at 0.506.
- The analysis attributes to net switching a power of 0.000150 W.
- The run puts the power per standard cell area at 316 mW/mm^2.
- The run gives the standby leakage power as 0.698 nW.
- The run gives the internal portion of total power as 0.000535 W.
- The run gives the part of the total power dissipated in combinational logic as 0.048.
- The run puts the maximum vdd drop at 129 uV.

Detailed routing:
- The run gives the number of inserted diodes as 0.
- The run gives the number of vias in the routed layout as 1574.
- Dividing the detail-routed wire length by the instance count gives 11.1 um.
- The run puts the per-cell via count in the routed design at 4.54.
- In the routed design, unresolved DRC markers number 0.
- The run gives the sum of routed wire length over all layers as 3860 um.
- For this run, the detailed router's first-pass iteration total came to 4.
- The run gives the tally of nets with antenna violations remaining after routing as 0.
- Once iteration 0 of detailed routing completed, the report listed 90 DRC markers.

Clock tree:
- The run puts the insertion delay at the late pin of the worst-skew pair at 0.28 ns.
- Buffers inserted to repair hold after CTS numbered 0.
- Counting every sink on the clock net gives 35.
- The run puts the buffer count from post-CTS setup fixing at 0.
- The run gives the number of instances resized during post-cts repair as 0.
- The run gives the number of CTS-inserted buffers as 5.
- TritonCTS built the clock tree.
- The run gives the worst-case clock buffer depth as 2.
- Clock tree synthesis selected as its root buffer the cell sky130_fd_sc_hd__clkbuf_8.
- The run puts the register clock-pin slew on the reported worst setup and hold paths at 0.07 ns.
- CTS built an H-tree with a depth of 2.

Synthesis:
- The run puts the count of instantiated cells in the yosys netlist at 230.
- In the post-synthesis netlist, the cell with the most instances is sky130_fd_sc_hd__nand2_1.
- The synthesized design contains 35 register bits.
- The run gives the top cell type by total area after synthesis as sky130_fd_sc_hd__dfxtp_1.
- The run gives the chip area line of the yosys report as 0.00185 mm^2.
- The run gives the most used flip-flop cell after synthesis as sky130_fd_sc_hd__dfxtp_1.
- The run puts the average footprint of a synthesized cell at 8.03 um^2.
- Counting instances in the post-synthesis netlist gives the leading cell types as sky130_fd_sc_hd__nand2_1, sky130_fd_sc_hd__dfxtp_1, sky130_fd_sc_hd__a21oi_1.
- The run gives the area fraction of the dominant cell type after synthesis as 0.379.
- The run gives the sequential fraction of the synthesis area as 0.379.
- The run gives the total standard cell area after synthesis as 0.00185 mm^2.
- Yosys mapped a number of flops with a built-in enable equal to 0.
- The run puts the count of unique library cells instantiated by Yosys at 42.
- By area the synthesized netlist is led by sky130_fd_sc_hd__dfxtp_1, sky130_fd_sc_hd__nand2_1, sky130_fd_sc_hd__a21oi_1.
- The run puts the cell count after synthesis at 230.
- The run gives the count of warnings emitted by yosys as 1.
- The run puts the share of async-settable or async-resettable flops after synthesis at 0.

Global route:
- The run gives the pin count of the biggest net entering global routing as 29.
- The run puts the total global routing track utilization at 0.0578.
- The run puts the via count of the first global-routing pass at 1343.
- The run gives the number of antenna violations at the first check in global routing as 0.
- The global route stage reports its total congestion overflow as 0.
- The run puts the first-pass GRT wire length at 6600 um.

Placed design:
- The run puts the last weighted congestion value of the routability-driven placer at 0.834.
- In the placement report, post-DP HPWL is listed as 2800 um.
- The run puts the count of input and output buffers at 11.

Setup path:
- For reference, the critical path is launched at i_rx.
- In this run the register-to-register setup slack is 1.87 ns.
- The startpoint identified for the worst register-to-register timing path is r_clk_count[0].
- The run puts the required time reported for the critical path endpoint at 4.32 ns.
- STA shows the worst reg2reg path with a cell count of 7.
- STA classifies the critical path endpoint as a flip-flop.
- The run gives the category of the critical setup timing path as input pin to flip-flop.
- The run gives the destination of the critical timing path as r_clk_count[6].
- The run gives the destination of the worst register-to-register timing path as r_clk_count[6].
- The run gives the maximum fanout encountered on the critical timing path as 16.
- The run gives the kind of start point of the critical path as an input pin.
- STA puts the critical path data arrival time at 3.01 ns.

Cells and area:
- The run puts the utilization after layout at 0.244.
- The run gives the layout-stage area growth over the synthesis result as 17.1%.
- The run puts the total of fill cells in the finished design at 965.
- In the final layout, the share of cells above drive strength 1 is 0.0669.

Status:
- The flow ran to the end, and the final reports show no timing, DRC or antenna violations.

Flow run:
- The run puts the tool warning count at 29.
- The run gives the number of max-capacitance violations reported as 0.
-- logic make-up (layout without fill, tap and decap cells) --
group / Yosys count / in the layout / share of synthesized area
AND-OR/OR-AND: 56 / 56 / 0.190
XOR/XNOR: 3 / 3 / 0.0142
adder cells (fa/ha/maj): 7 / 7 / 0.0474
buffers and inverters: 22 / 31 / 0.0494
flip-flops: 35 / 35 / 0.379
multiplexers: 4 / 4 / 0.0217
AND/OR/NAND/NOR: 103 / 103 / 0.298
-- power by group through the flow --
| stage | clock [W] | combinational, W | sequential (W) |
|---|---|---|---|
| 6_report | 0.000305 | 0.0000332 | 0.000346 |
| 5_1_grt | 0.000331 | 0.0000377 | 0.000347 |
| 4_1_cts | 0.000316 | 0.0000333 | 0.000346 |
-- state kept, by name (all words and copies together), names as in the netlist, named ones only --
name / count
r_clk_count: 13
o_data_out: 8
r_rx_shift: 8
r_bit_index: 3
o_valid_out: 1
r_state: 1
-- worst max-delay path, cell delays in order --
cell,delay [ns]
sky130_fd_sc_hd__clkdlybuf4s50_1,0.61
sky130_fd_sc_hd__nor2b_1,0.41
sky130_fd_sc_hd__nor4_4,0.12
sky130_fd_sc_hd__nor3_2,0.65
sky130_fd_sc_hd__o21ai_0,0.20
sky130_fd_sc_hd__a31oi_1,0.19
-- per-layer routing --
| metal | GRT usage | vias up | wire length [um] |
|---|---|---|---|
| met4 | 0.0100 | 0 | 85 |
| met5 | 0 | - | 0 |
| met1 | 0.0871 | 698 | 1970 |
| li1 | - | 843 | - |
| met2 | 0.0823 | 28 | 1580 |
| met3 | 0.0147 | 5 | 224 |
-- placed cells by master, fill, tap and decap left out, types with 3 or more instances in the layout --
| cell type | netlist | routed |
|---|---|---|
| sky130_fd_sc_hd__nand2_1 | 37 | 37 |
| sky130_fd_sc_hd__dfxtp_1 | 35 | 35 |
| sky130_fd_sc_hd__a21oi_1 | 25 | 25 |
| sky130_fd_sc_hd__nor2_1 | 17 | 17 |
| sky130_fd_sc_hd__inv_1 | 11 | 11 |
| sky130_fd_sc_hd__clkdlybuf4s50_1 | 0 | 11 |
| sky130_fd_sc_hd__o21ai_0 | 10 | 10 |
| sky130_fd_sc_hd__nand3_1 | 8 | 8 |
| sky130_fd_sc_hd__a31oi_1 | 8 | 8 |
| sky130_fd_sc_hd__ha_1 | 7 | 7 |
| sky130_fd_sc_hd__nor3_1 | 6 | 6 |
| sky130_fd_sc_hd__nand2b_1 | 5 | 5 |
| sky130_fd_sc_hd__clkbuf_8 | 0 | 5 |
| sky130_fd_sc_hd__mux2i_1 | 4 | 4 |
| sky130_fd_sc_hd__and3_1 | 4 | 4 |
| sky130_fd_sc_hd__or3_1 | 3 | 3 |
| sky130_fd_sc_hd__nand4b_1 | 3 | 3 |
| sky130_fd_sc_hd__nor4_1 | 3 | 3 |
| sky130_fd_sc_hd__nand4_1 | 3 | 3 |
-- through the flow --
step	total power [W]	setup slack, ns	cells	cell area (um^2)	hold WS [ns]
after floorplan	0.000380	2.17	230	1850	0.417
after global placement	0.000387	1.07	339	2050	0.440
after detailed placement	0.000387	0.984	339	2050	0.445
after CTS	0.000695	1.31	347	2160	0.454
after global routing	0.000716	1.11	347	2160	0.474
final	0.000684	1.31	347	2160	0.450
-- final cells by class --
| cell class | instances | area, um^2 | area share |
|---|---|---|---|
| multi-input cells | 173 | 1060 | 0.488 |
| clock buffers | 5 | 68.8 | 0.0318 |
| inverters | 11 | 41.3 | 0.0191 |
| flip-flops and latches | 35 | 701 | 0.324 |
| clock inverters | 3 | 43.8 | 0.0202 |
| well taps | 108 | 135 | 0.0625 |
| repair buffers | 12 | 118 | 0.0544 |
-- worst min path at each step --
stage	startpoint	endpoint	slack, ns	cells after the start
CTS	o_data_out[1]	o_data_out[1]	0.45	2
global route	r_rx_shift[7]	o_data_out[7]	0.47	2
finish	o_data_out[7]	o_data_out[7]	0.45	2
Power is estimated from default activity; no workload was simulated.
